File: design/flow/design.v
module cpl_cordic(
  input clock,
  input signed [WF-1:0] frequency,
  input signed [IN_WIDTH-1:0] in_data_I,
  input signed [IN_WIDTH-1:0] in_data_Q,
  output signed [WO-1:0] out_data_I,
  output signed [WO-1:0] out_data_Q
  );
parameter IN_WIDTH   = 16;  
parameter EXTRA_BITS = 5;   
parameter OUT_WIDTH = WR;   
localparam WR =  IN_WIDTH + EXTRA_BITS + 2;  
localparam WZ =  IN_WIDTH + EXTRA_BITS - 1;  
localparam STG = IN_WIDTH + EXTRA_BITS - 2;  
localparam WO = OUT_WIDTH;
localparam WF = 32;  
localparam WP = 32;  
localparam WT = 32;
wire signed [WT-1:0] atan_table [1:WT-1];
assign atan_table[01] = 32'b00100101110010000000101000111011;  
assign atan_table[02] = 32'b00010011111101100111000010110111;  
assign atan_table[03] = 32'b00001010001000100010001110101000;  
assign atan_table[04] = 32'b00000101000101100001101010000110;  
assign atan_table[05] = 32'b00000010100010111010111111000011;  
assign atan_table[06] = 32'b00000001010001011110110000111101;  
assign atan_table[07] = 32'b00000000101000101111100010101010;  
assign atan_table[08] = 32'b00000000010100010111110010100111;  
assign atan_table[09] = 32'b00000000001010001011111001011101;  
assign atan_table[10] = 32'b00000000000101000101111100110000;  
assign atan_table[11] = 32'b00000000000010100010111110011000;  
assign atan_table[12] = 32'b00000000000001010001011111001100;  
assign atan_table[13] = 32'b00000000000000101000101111100110;  
assign atan_table[14] = 32'b00000000000000010100010111110011;  
assign atan_table[15] = 32'b00000000000000001010001011111010;  
assign atan_table[16] = 32'b00000000000000000101000101111101;  
assign atan_table[17] = 32'b00000000000000000010100010111110;  
assign atan_table[18] = 32'b00000000000000000001010001011111;  
assign atan_table[19] = 32'b00000000000000000000101000110000;  
assign atan_table[20] = 32'b00000000000000000000010100011000;  
assign atan_table[21] = 32'b00000000000000000000001010001100;  
assign atan_table[22] = 32'b00000000000000000000000101000110;  
assign atan_table[23] = 32'b00000000000000000000000010100011;  
assign atan_table[24] = 32'b00000000000000000000000001010001;  
assign atan_table[25] = 32'b00000000000000000000000000101001;  
assign atan_table[26] = 32'b00000000000000000000000000010100;  
assign atan_table[27] = 32'b00000000000000000000000000001010;  
assign atan_table[28] = 32'b00000000000000000000000000000101;  
assign atan_table[29] = 32'b00000000000000000000000000000011;  
assign atan_table[30] = 32'b00000000000000000000000000000001;  
assign atan_table[31] = 32'b00000000000000000000000000000001;  
reg [WP-1:0] phase = 0;
wire [1:0] quadrant = phase[WP-1:WP-2];
reg signed [WR-1:0] X [0:STG-1];
reg signed [WR-1:0] Y [0:STG-1];
reg signed [WZ-1:0] Z [0:STG-1];
wire signed [WR-1:0] in_data_I_ext = {{2{in_data_I[IN_WIDTH-1]}}, in_data_I, {EXTRA_BITS{1'b0}}};
wire signed [WR-1:0] in_data_Q_ext = {{2{in_data_Q[IN_WIDTH-1]}}, in_data_Q, {EXTRA_BITS{1'b0}}};
always @(posedge clock)
  begin
  case (quadrant)
    0: begin X[0] <=  in_data_I_ext - in_data_Q_ext;   Y[0] <=  in_data_I_ext + in_data_Q_ext; end
    1: begin X[0] <= -in_data_I_ext - in_data_Q_ext;   Y[0] <=  in_data_I_ext - in_data_Q_ext; end
    2: begin X[0] <= -in_data_I_ext + in_data_Q_ext;   Y[0] <= -in_data_I_ext - in_data_Q_ext; end
    3: begin X[0] <=  in_data_I_ext + in_data_Q_ext;   Y[0] <= -in_data_I_ext + in_data_Q_ext; end
  endcase
  Z[0] <= {~phase[WP-3], ~phase[WP-3], phase[WP-4:WP-WZ-1]};
  if (frequency == 1'b0)
    phase <= 1'b0;
  else
    phase <= phase + frequency;
  end
genvar n;
generate
  for (n=0; n<=(STG-2); n=n+1)
    begin : stages
    wire signed [WR-1:0] X_shr = {{(n+1){X[n][WR-1]}}, X[n][WR-1:n+1]};
    wire signed [WR-1:0] Y_shr = {{(n+1){Y[n][WR-1]}}, Y[n][WR-1:n+1]};
    wire [WZ-2-n:0] atan = atan_table[n+1][WT-2-n:WT-WZ] + atan_table[n+1][WT-WZ-1];
    wire Z_sign = Z[n][WZ-1-n];
    always @(posedge clock)
      begin
      X[n+1] <= Z_sign ? X[n] + Y_shr + Y[n][n] : X[n] - Y_shr - Y[n][n];
      Y[n+1] <= Z_sign ? Y[n] - X_shr - X[n][n] : Y[n] + X_shr + X[n][n];
      if (n < STG-2)
        begin : angles
        Z[n+1][WZ-2-n:0] <= Z_sign ? Z[n][WZ-2-n:0] + atan : Z[n][WZ-2-n:0] - atan;
        end
      end
    end
endgenerate
generate
  if (OUT_WIDTH == WR)
    begin
    assign out_data_I = X[STG-1];
    assign out_data_Q = Y[STG-1];
    end
  else
    begin
    reg signed [WO-1:0] rounded_I =0;
    reg signed [WO-1:0] rounded_Q =0;
    always @(posedge clock)
      begin
      rounded_I <= X[STG-1][WR-1 : WR-WO] + X[STG-1][WR-1-WO];
      rounded_Q <= Y[STG-1][WR-1 : WR-WO] + Y[STG-1][WR-1-WO];
      end
    assign out_data_I = rounded_I;
    assign out_data_Q = rounded_Q;
    end
endgenerate
endmodule
File: design/flow/run.sh
#!/bin/bash
# OpenROAD 26Q1-2900-gdf79404cd8, Yosys 0.63+post, stock flow scripts
make -C /OpenROAD-flow-scripts/flow DESIGN_CONFIG=/design/flow/config.mk WORK_HOME=/design/flow/orfs finish
File: design/flow/config.mk
export PLATFORM = sky130hd
export DESIGN_NAME = cpl_cordic
export DESIGN_NICKNAME = cpl_cordic
export VERILOG_FILES = /design/flow/design.v
export SDC_FILE = /design/flow/constraint.sdc
export NUM_CORES = 4
export LEC_CHECK = 1
export CORE_UTILIZATION = 40
File: design/flow/constraint.sdc
current_design cpl_cordic

set clk_period 11.7
set clk_io_pct 0.2

create_clock -name clk0 -period $clk_period [get_ports {clock}]

set non_clock_inputs [all_inputs -no_clocks]
set_input_delay [expr $clk_period * $clk_io_pct] -clock clk0 $non_clock_inputs
set_output_delay [expr $clk_period * $clk_io_pct] -clock clk0 [all_outputs]
==> results.py <==
# Synthesis and PnR figures
metrics = {
    "routing": {
        "drtPass1Iterations": 6,
        "drt-total-wl_um": 329000,
        "drtAntennaViolNets": 0,
        "wl_met3_um": 13000,
        "drt_iter0_drc": 5627,
        "num_vias": 107171,
        "highest_layer": "met5",
        "wl_per_cell_um": 15.8,
        "wl_met2_um": 148000,
        "drc": 0,
        "wl_met1_um": 162000,
        "viasPerCell": 5.15,
    },
    "yosys": {
        "ys_cells": 16452,
        "synth_seq_share": 0.171,
        "ys_area_um2": 127000,
        "synth-seq-cells": 1085,
        "synth.top_cell.area_share": 0.243,
        "synthesis.yosys.warnings": 4,
        "synth_top_flop_cell": "dfxtp_1",
        "synthArstFlopShare": 0,
        "edf_count": 0,
        "netlist_instances": 16452,
        "common_cells": "inv_1 (2,661), ha_1 (2,477), a21oi_1 (1,462)",
        "top_area_cell": "ha_1",
        "area_leaders": "ha_1 (24%), dfxtp_1 (17%), inv_1 (7.8%)",
        "syn-cell-area_um2": 127000,
        "synth_cell_types": 101,
        "most_common_cell": "inv_1",
        "avgSynthCellArea_um2": 7.74,
    },
    "clock_tree": {
        "path_clk_slew_ns": 0.06,
        "ctsHoldBuffers": 0,
        "cts_root_buf": "clkbuf_16",
        "max-clock-path-buffers": 4,
        "clock-sinks": 1085,
        "cts_tree": "done",
        "insertion_delay_ns": 0.84,
        "cts_resized": 0,
        "cts_buffers": 145,
        "cts_max_level": 4,
        "postCtsSetupBuffers": 0,
    },
    "critical_path": {
        "rr_worst_depth": 14,
        "r2r_start": "Y[6][7]",
        "critPathArrivalTime_ns": 6.64,
        "cp-end-kind": "flop",
        "r2r-end": "X[7][22]",
        "r2r_setup_slack_ns": 7.48,
        "startpoint_type": "input port",
        "worstSetupPathType": "input port to flop",
        "worstPathMaxFanout": 7,
        "crit_start": "in_data_I[1]",
        "cp.required_ns": 12.43,
    },
    "final_timing": {
        "period_used_share": 0.505,
        "max_clock_freq_mhz": 169,
        "hold_violations": 0,
        "drv_slew": 0,
        "fin_skew_ns": 0.0601,
        "fin_crit_ns": 5.91,
        "setup_violations": 0,
        "rsz0062_at_grt": "no",
        "relSlewSlack": 0.350,
        "worst_pin_slew_ns": 0.951,
        "fin_setup_tns_ns": 0,
        "fin_ws_ns": 5.79,
    },
    "worst_hold_path": {
        "min_to": "Z[8][2]",
        "min_delay_path_depth": 0,
        "hold_class": "flop to flop",
        "hold_path.startpoint": "Z[7][2]",
    },
    "global_routing": {
        "antenna_found_initial": 8,
        "grt_max_degree": 70,
        "overflow": 0,
        "grt_pass1_vias": 101001,
        "grt_usage": 0.207,
        "grt_pass1_wl_um": 534000,
    },
    "flow_run": {
        "warning_count": 845,
        "cap_violations": 0,
    },
    "outcome": {
        "status": "complete, no violations",
    },
    "die": {
        "core_area_um2": 316000,
        "die_area_um2": 321000,
        "dieHeight_um": 566,
        "initial_utilization": 0.403,
        "rows": 206,
        "io_pins": 111,
        "fp.dieW_um": 566,
    },
    "placement": {
        "gp_congestion": 0.930,
        "io_buffers": 110,
        "place_ws_ns": 4.96,
        "dp_hpwl_um": 269000,
        "dp.cells": 20561,
    },
    "finish": {
        "drive_above_1_share": 0.0306,
        "area_growth_pct": 8.70,
        "fill_cells": 31359,
        "final_cells": 20821,
        "seqCellArea_um2": 21700,
        "logic_area_um2": 94700,
    },
}
through the flow:
stage                util  cell area, µm²  hold slack (ns)
detailed placement  0.422          133000            0.312
global placement    0.422          133000            0.310
CTS                 0.438          138000            0.300
global route        0.438          138000            0.305
floorplan               -          127000            0.310
finish              0.438          138000            0.319
layout make-up:
cell class	instances	share of cell area
inverters	2668	0.0723
flip-flops and latches	1085	0.157
multi-input cells	12470	0.684
diodes	1	0.0000181
repair buffers	178	0.0116
well taps	4160	0.0376
clock buffers	187	0.0296
clock inverters	72	0.00726
sequential cells by signal (all words and copies together), names as in the netlist:
| register | cells |
|---|---|
| Z | 204 |
| Y | 426 |
| X | 423 |
| phase | 32 |
placed cells by master, fill, tap and decap left out, types with 173 or more instances in the layout:
| cell type | n |
|---|---|
| o21ai_0 | 1035 |
| o21bai_1 | 241 |
| nor2b_1 | 222 |
| nand2_1 | 847 |
| a21o_1 | 512 |
| xnor2_1 | 1102 |
| nor3_1 | 299 |
| a31oi_1 | 173 |
| inv_1 | 2661 |
| xor2_1 | 402 |
| dfxtp_1 | 1066 |
| nand3_1 | 182 |
| ha_1 | 2477 |
| nand2b_1 | 228 |
| nor2_1 | 1246 |
| a21oi_1 | 1462 |
routing by layer:
| layer | GRT usage | vias up |
|---|---|---|
| met5 | 0 | - |
| met4 | 0.0332 | 2 |
| met3 | 0.0224 | 317 |
| met2 | 0.338 | 1621 |
| met1 | 0.302 | 48752 |
| li1 | - | 56479 |
worst max-delay path, cell delays in order:
cell and delay (ns):
clkdlybuf4s50_1 0.59, inv_1 0.12, ha_1 0.19, nand2_1 0.10, or2_2 0.34, or4_1 0.62
nor3_1 0.22, xnor2_1 0.12, ha_1 0.37, nand3_1 0.16, o41ai_1 0.71, a31oi_1 0.19
xor2_1 0.23, a21oi_1 0.10, o22a_1 0.23
logic make-up after synthesis:
kind of cell | after synthesis | share of synthesized area
xor gates and xnor gates | 1504 | 0.103
adders and majority gates | 2622 | 0.266
AOI/OAI and AO/OA | 4593 | 0.227
and+or+nand+nor | 3583 | 0.132
DFF | 1085 | 0.171
muxes | 168 | 0.0152
buffers and inverters | 2897 | 0.0854
worst max-delay path by stage:
| stage | cells after the start | endpoint | slack, ns |
|---|---|---|---|
| 4_1_cts | 15 | X[0][21] | 5.83 |
| 5_1_grt | 15 | X[0][21] | 5.53 |
| 6_report | 15 | X[0][21] | 5.79 |
