## flow/run.sh

```bash
#!/bin/bash
# OpenROAD 26Q1-2900-gdf79404cd8, Yosys 0.63+post, stock flow scripts
make -C /OpenROAD-flow-scripts/flow DESIGN_CONFIG=/design/flow/config.mk WORK_HOME=/design/flow/orfs finish
```

## flow/config.mk

```make
export PLATFORM = sky130hd
export DESIGN_NAME = recv2_cordic
export DESIGN_NICKNAME = recv2_cordic
export VERILOG_FILES = /design/flow/design.v
export SDC_FILE = /design/flow/constraint.sdc
export NUM_CORES = 4
export LEC_CHECK = 1
export CORE_UTILIZATION = 50
```

## flow/constraint.sdc

```tcl
current_design recv2_cordic

set clk_period 12.1
set clk_io_pct 0.2

create_clock -name clk0 -period $clk_period [get_ports {clock}]

set non_clock_inputs [all_inputs -no_clocks]
set_input_delay [expr $clk_period * $clk_io_pct] -clock clk0 $non_clock_inputs
set_output_delay [expr $clk_period * $clk_io_pct] -clock clk0 [all_outputs]
```

## flow/design.v

```verilog
module recv2_cordic( reset, clock, frequency, in_data, out_data_I, out_data_Q );
parameter IN_WIDTH   = 16;  
parameter EXTRA_BITS = 5;   
localparam WR =  IN_WIDTH + EXTRA_BITS + 1;  
localparam OUT_WIDTH = WR;                   
localparam WZ =  IN_WIDTH + EXTRA_BITS - 1;  
localparam STG = IN_WIDTH + EXTRA_BITS - 2;  
localparam WO = OUT_WIDTH;
localparam WF = 32;  
localparam WP = WF;  
input reset;
input clock;
input signed [WF-1:0] frequency;
input signed [IN_WIDTH-1:0] in_data;
output signed [WO-1:0] out_data_I;
output signed [WO-1:0] out_data_Q;
localparam WT = 32;
wire signed [WT-1:0] atan_table [1:WT-1];
assign atan_table[01] = 32'b00100101110010000000101000111011;  
assign atan_table[02] = 32'b00010011111101100111000010110111;  
assign atan_table[03] = 32'b00001010001000100010001110101000;  
assign atan_table[04] = 32'b00000101000101100001101010000110;  
assign atan_table[05] = 32'b00000010100010111010111111000011;  
assign atan_table[06] = 32'b00000001010001011110110000111101;  
assign atan_table[07] = 32'b00000000101000101111100010101010;  
assign atan_table[08] = 32'b00000000010100010111110010100111;  
assign atan_table[09] = 32'b00000000001010001011111001011101;  
assign atan_table[10] = 32'b00000000000101000101111100110000;  
assign atan_table[11] = 32'b00000000000010100010111110011000;  
assign atan_table[12] = 32'b00000000000001010001011111001100;  
assign atan_table[13] = 32'b00000000000000101000101111100110;  
assign atan_table[14] = 32'b00000000000000010100010111110011;  
assign atan_table[15] = 32'b00000000000000001010001011111010;  
assign atan_table[16] = 32'b00000000000000000101000101111101;  
assign atan_table[17] = 32'b00000000000000000010100010111110;  
assign atan_table[18] = 32'b00000000000000000001010001011111;  
assign atan_table[19] = 32'b00000000000000000000101000110000;  
assign atan_table[20] = 32'b00000000000000000000010100011000;  
assign atan_table[21] = 32'b00000000000000000000001010001100;  
assign atan_table[22] = 32'b00000000000000000000000101000110;  
assign atan_table[23] = 32'b00000000000000000000000010100011;  
assign atan_table[24] = 32'b00000000000000000000000001010001;  
assign atan_table[25] = 32'b00000000000000000000000000101001;  
assign atan_table[26] = 32'b00000000000000000000000000010100;  
assign atan_table[27] = 32'b00000000000000000000000000001010;  
assign atan_table[28] = 32'b00000000000000000000000000000101;  
assign atan_table[29] = 32'b00000000000000000000000000000011;  
assign atan_table[30] = 32'b00000000000000000000000000000001;  
assign atan_table[31] = 32'b00000000000000000000000000000001;  
reg [WP-1:0] phase;
reg signed [WR-1:0] X [0:STG-1];
reg signed [WR-1:0] Y [0:STG-1];
reg signed [WZ-1:0] Z [0:STG-1];
wire signed [WR-1:0] in_data_ext = {in_data[IN_WIDTH-1], in_data, {EXTRA_BITS{1'b0}}};
wire [1:0] quadrant = phase[WP-1:WP-2];
always @(posedge clock)
  begin
  begin
	  case (quadrant)
		 0: begin X[0] <=  in_data_ext;   Y[0] <=  in_data_ext; end
		 1: begin X[0] <= -in_data_ext;   Y[0] <=  in_data_ext; end
		 2: begin X[0] <= -in_data_ext;   Y[0] <= -in_data_ext; end
		 3: begin X[0] <=  in_data_ext;   Y[0] <= -in_data_ext; end
	  endcase
  end 
  Z[0] <= {~phase[WP-3], ~phase[WP-3], phase[WP-4:WP-WZ-1]};
  if 
	(reset) phase <= 0;
  else
	phase <= phase + frequency;
  end
genvar n;
generate
  for (n=0; n<=(STG-2); n=n+1)
    begin : stages
    wire signed [WR-1:0] X_shr = {{(n+1){X[n][WR-1]}}, X[n][WR-1:n+1]};
    wire signed [WR-1:0] Y_shr = {{(n+1){Y[n][WR-1]}}, Y[n][WR-1:n+1]};
    wire [WZ-2-n:0] atan = atan_table[n+1][WT-2-n:WT-WZ] + atan_table[n+1][WT-WZ-1];
    wire Z_sign = Z[n][WZ-1-n];
    always @(posedge clock)
      begin
      X[n+1] <= Z_sign ? X[n] + Y_shr + Y[n][n] : X[n] - Y_shr - Y[n][n];
      Y[n+1] <= Z_sign ? Y[n] - X_shr - X[n][n] : Y[n] + X_shr + X[n][n];
      if (n < STG-2)
        begin : angles
        Z[n+1][WZ-2-n:0] <= Z_sign ? Z[n][WZ-2-n:0] + atan : Z[n][WZ-2-n:0] - atan;
        end
      end
    end
endgenerate
generate
  if (OUT_WIDTH == WR)
    begin
    assign out_data_I = X[STG-1];
    assign out_data_Q = Y[STG-1];
    end
  else
    begin
    reg signed [WO-1:0] rounded_I;
    reg signed [WO-1:0] rounded_Q;
    always @(posedge clock)
      begin
      rounded_I <= X[STG-1][WR-1 : WR-WO] + X[STG-1][WR-1-WO];
      rounded_Q <= Y[STG-1][WR-1 : WR-WO] + Y[STG-1][WR-1-WO];
      end
    assign out_data_I = rounded_I;
    assign out_data_Q = rounded_Q;
    end
endgenerate
endmodule
```

==> impl_metrics.csv <==
group,metric,value,unit
setup_path,end_kind,"flip-flop",
global_routing,antenna_found_initial,5,
sta,rsz0062_at_grt,"no",
setup_path,worst-path-max-fanout,3,
setup_path,crit_chain,"clkdlybuf4s50_1 -> ha_1 -> fa_1 -> a21o_1 -> a21o_1 -> a211oi_1 -> o21ai_1 -> a21oi_1 -> o21ai_1 -> o21a_1 -> a221oi_1 -> o21ai_0 -> xnor2_1 -> nor2_1",
cts,cts_buffer_depth,3,
cts,cts-resized-gates,0,
layout,final_util,54.4,%
layout,layout-drive-gt1-share,2.95,%
synth,ys_warn_count,4,
flow_run,tool_warnings,775,
synth,async_reset_ff_share,0,%
setup_path,cpPeakStageDelay,0.40,ns
setup_path,crit_buf_inv,1,
drt,dr_total_vias,94700,
global_routing,grt-ovfl-total,0,
cts,cts.hold.buffers_added,0,
drt,drtIter0Drc,4442,
cts,cts_sinks,1047,
setup_path,crit_slowest_cell,"clkdlybuf4s50_1",
setup_path,crit_path_start_kind,"input port",
synth,synthCells,14581,
die,ios,94,
setup_path,r2r-start,"Y[1][4]",
setup_path,critical_path_class,"input port to flip-flop",
worst_hold_path,hold_depth,0,
placed_design,dp_hpwl,234,mm
sta,finalSetupTns,0,ns
cts,cts-root-buf,"clkbuf_16",
sta,finalHoldViolCount,0,
synth,postSynthAreaPerCell,7.84,um2
die,fp-utilization,50.3,%
setup_path,path_delay_family,"AND-OR/OR-AND gates",
sta,slew_violations,0,
sta,fin_worst_skew,0.0460,ns
synth,syn-cell-area,0.114,mm2
cts,cts_tree,"done",
global_routing,grt_pass1_vias,90789,
synth,dominantRegCellSynth,"dfxtp_1",
die,placementRows,175,
flow_run,cap_violations,0,
status,outcome,"finished, final reports clean",
setup_path,reg2reg_depth,14,
drt,ant_nets,0,
cts,clk_pin_slew,0.06,ns
sta,max_freq,0.195,GHz
drt,wirelength,285,mm
setup_path,rr_endpoint,"Y[2][21]",
cts,htreeDepth,4,
worst_hold_path,min_to,"Z[8][2]",
layout,syn2layout_area_growth,8.05,%
synth,synth_flops,1047,
drt,drtPass1Iterations,6,
die,chip_area,0.231,mm2
setup_path,crit_arrival,5.81,ns
sta,worst_pin_slew,0.953,ns
worst_hold_path,worstHoldPathType,"flip-flop to flip-flop",
global_routing,grt.total_usage,25.2,%
drt,wl_per_cell,16.0,um
global_routing,grt_max_degree,71,
synth,synth-edff-count,0,
synth,yosys_area,0.114,mm2
drt,drc_errors,0,
worst_hold_path,holdCritStartpoint,"Z[7][2]",
placed_design,port-buffer-count,93,
cts,clk_latency,0.81,ns
synth,ys_seq_share,18.3,%
synth,ys_types,92,
sta,period_used_share,42.3,%
cts,postCtsSetupRepairBufs,0,
global_routing,grt_pass1_wl,461,mm
synth,ys_cells,14581,
sta,setup_viol,0,
sta,relSlewSlack,35.6,%
placed_design,pre_cts_ws,6.14,ns
die,die_h,480,um
die,coreArea,0.227,mm2
drt,vias_per_cell,5.32,
placed_design,gp_congestion,0.947,
setup_path,required,12.79,ns
die,die_x,480,um
sta,setup_ws,6.98,ns
setup_path,regToRegSetupSlack,7.88,ns
placed_design,dp.cells,17551,
sta,fin_crit,5.12,ns
layout,final_cells,17800,
cts,cts-buffers-inserted,134,
==> cell type report <==
type                            count  area [um2]
Inverter                         2413        9060
Antenna cell                        3        7.51
Tap cell                         3009        3760
Timing Repair Buffer              161        1440
Sequential cell                  1047       21000
Multi-Input combinational cell  10921       83600
Clock inverter                     69         953
Clock buffer                      177        3770
Fill cell                       20698      104000
==> stage by stage <==
stage | hold WS (ns) | instance area, um2
2_1_floorplan | 0.310 | 114000
3_3_place_gp | 0.311 | 119000
3_5_place_dp | 0.312 | 119000
4_1_cts | 0.325 | 124000
5_1_grt | 0.332 | 124000
6_report | 0.325 | 124000
==> cells by family (layout without fill, tap and decap cells) <==
kind of cell             count (synthesis)  count (layout)  synth area share (%)
AND-OR/OR-AND                         3741            3741                  20.5
adder cells (fa/ha/maj)               2445            2445                  27.6
other                                    0               3                     0
XOR/XNOR                              1437            1437                  11.0
buffers and inverters                 2613            2820                  8.58
AND/OR/NAND/NOR                       3175            3175                  12.9
flip-flops                            1047            1047                  18.3
multiplexers                           123             123                  1.09
==> how the worst max path moves through the flow <==
stage                         from        end  slack [ns]  cells after the start
after CTS             frequency[0]  phase[30]        7.01                     14
final                 frequency[0]  phase[30]        6.98                     14
after global routing  frequency[0]  phase[30]        6.80                     14
==> cell usage after synthesis (all sizes together) (40+ instances only) <==
master   instances  area, um2
o21a           107        803
and2            46        288
xnor2         1090       9550
a21o           315       2360
nor2          1224       4590
nand2          688       2580
a211oi          88        666
nor2b          124        776
o31ai          121        908
dfxtp         1047      21000
and3           102        638
clkbuf         154        578
o21ai          801       4010
a21boi          41        308
nor3           266       1330
o21bai         290       2180
nand3          188        941
mux2i          107       1070
a21oi         1298       6500
nand2b         213       1330
ha            2271      28400
fa             141       2820
o211ai          59        443
nand4           61        382
a31oi          133        832
o41ai           63        608
inv           2412       9050
or3             78        488
a2111oi         40        364
buf             46        174
xor2           347       3040
==> layout by cell type (no fill, tap or decap), types with 102 or more instances in the layout <==
| master | Yosys | routed |
|---|---|---|
| inv_1 | 2406 | 2406 |
| ha_1 | 2271 | 2271 |
| a21oi_1 | 1296 | 1296 |
| nor2_1 | 1224 | 1224 |
| xnor2_1 | 1090 | 1090 |
| dfxtp_1 | 1047 | 1029 |
| o21ai_0 | 713 | 713 |
| nand2_1 | 688 | 688 |
| xor2_1 | 347 | 347 |
| a21o_1 | 315 | 315 |
| o21bai_1 | 290 | 290 |
| nor3_1 | 266 | 266 |
| nand2b_1 | 213 | 213 |
| nand3_1 | 188 | 188 |
| fa_1 | 141 | 141 |
| clkbuf_16 | 0 | 135 |
| a31oi_1 | 133 | 133 |
| nor2b_1 | 124 | 124 |
| o31ai_1 | 121 | 121 |
| o21a_1 | 107 | 107 |
| mux2i_1 | 107 | 107 |
| and3_1 | 102 | 102 |
==> routing by layer <==
layer	track usage [%]	part of all wire [%]	wire length (um)	up-vias
met5	0	0	0	-
met4	7.53	3.5	10000	0
met2	44.4	49	139000	1428
met3	2.51	3.3	9370	406
li1	-	-	-	49613
met1	32.7	44	127000	43253
==> flip-flops by register name, summed over array words and instances, names as in the netlist <==
name   cells
X        404
Y        407
phase     32
Z        204
